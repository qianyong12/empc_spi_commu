$ cat ./design.v
module Protocol_analysis(
input sck,
input [80:0] datain,
input vld,
input rstn,
output [40:0] payload,
output pvld
);
reg [48:0] payload_r;
reg vld_r;
wire crc_check_result;
wire clr;
always@(posedge sck or negedge rstn)
begin
if(!rstn)
    begin
    payload_r<= 49'b0;
    end
else if(vld)
    begin
    payload_r<= datain[64:16];
    end
end
always@(posedge sck or negedge rstn)
begin
if(!rstn)
    begin
    vld_r<=1'b0;
    end
else if(vld)
    begin
    vld_r<=1'b1;
    end
else if(clr)
    begin
    vld_r<=1'b0;
    end
end
crc_check u_crc_check(
.in(datain[64:8]),
.start(vld),
.clk(sck),
.rstn(rstn),
.out(crc_check_result),
.clr(clr)
);
assign payload= payload_r[40:0];
assign pvld= vld_r&&crc_check_result;
endmodule
module Spi_to_pnb_rev(
sck,
cs,
sdi,
datain,
vld
);
input sck,cs,sdi;
output wire [80:0] datain;
output vld;
reg [80:0] data_r;
always@(posedge sck)
begin
if(cs)
    begin
        data_r<= 81'b0;
    end
else
    begin
        data_r<= {data_r[79:0], sdi};
    end
end
assign vld = (data_r[80:65]==16'h55ab)&&(data_r[7:0]==8'haa);
assign datain = data_r;
endmodule
module Spi_to_pnb_top( 
inter_fpga_comms_cs, 
inter_fpga_comms_sdo,
inter_fpga_comms_sck,
rst_n,
inter_fpga_comms_sdi, 
payload,
pvld
);
input inter_fpga_comms_cs, inter_fpga_comms_sdo, inter_fpga_comms_sck, rst_n;
output inter_fpga_comms_sdi;
output [40:0] payload;
output pvld;
wire [80:0] datain;
wire vld;
wire dataout=1'b0;
wire vldout=1'b0;
Spi_to_pnb_rev u_spi_to_pnb_rev(
    .sck(inter_fpga_comms_sck),
    .cs(inter_fpga_comms_cs),
    .sdi(inter_fpga_comms_sdo),
    .datain(datain),
    .vld(vld)
);
Spi_to_pnb_trans u_spi_to_pnb_trans(
    .sck(inter_fpga_comms_sck),
    .dataout(dataout),
    .vld(vldout),
    .sdo(inter_fpga_comms_sdi)
);
Protocol_analysis u_protocol_analysis(
    .sck(inter_fpga_comms_sck),
    .datain(datain),
    .vld(vld),
    .rstn(rst_n),
    .payload(payload),
    .pvld(pvld)
);
endmodule
module Spi_to_pnb_trans(
sck,
dataout,
vld,
sdo
);
input sck, dataout, vld;
output sdo;
assign sdo = 1'b0;
endmodule
module crc_check(
input [56:0] in,
input start,
input clk,
input rstn,
output reg out,
output reg clr
);
parameter [7:0] poly = 8'b0000_0111;
reg [56:0]din_temp;
reg crc_en;
reg [5:0]crc_cnt;
always@(posedge clk or negedge rstn)
if(~rstn)
        din_temp <= 57'b0;
else if(start)
        din_temp <= in;
else if(crc_en)
begin
        din_temp[56:49] <= din_temp[56]? din_temp[55:48]^poly : din_temp[55:48];
        din_temp[48:0] <= { din_temp[47:0],1'b0};
end
always@(posedge clk or negedge rstn)
if(~rstn)
        crc_en <= 1'b0;
else if(start)
        crc_en <= 1'b1;
else if(crc_cnt == 6'd56)
        crc_en <= 1'b0;
always@(posedge clk or negedge rstn)
if(~rstn)
        crc_cnt <= 6'd0;
else if(start)
        crc_cnt <= 6'd0;
else if(crc_en)
        crc_cnt <= crc_cnt +1'b1;
always@(posedge clk or negedge rstn)
if(~rstn)
        out <= 1'b0;
else if(crc_en && crc_cnt == 6'd56)
        out <= ~din_temp[56];
else
        out <= 1'b0;
always@(posedge clk or negedge rstn)
if(~rstn)
        clr <= 1'b0;
else if(crc_en && crc_cnt == 6'd56)
        clr <= 1'b1;
else
        clr <= 1'b0;
endmodule
$ cat ./run.sh
#!/bin/bash
# OpenROAD 26Q1-2900-gdf79404cd8, Yosys 0.63+post, stock flow scripts
make -C /OpenROAD-flow-scripts/flow DESIGN_CONFIG=/design/flow/config.mk WORK_HOME=/design/flow/orfs finish
$ cat ./config.mk
export PLATFORM = sky130hd
export DESIGN_NAME = Spi_to_pnb_top
export DESIGN_NICKNAME = Spi_to_pnb_top
export VERILOG_FILES = /design/flow/design.v
export SDC_FILE = /design/flow/constraint.sdc
export NUM_CORES = 4
export LEC_CHECK = 1
export CORE_UTILIZATION = 40
$ cat ./constraint.sdc
current_design Spi_to_pnb_top

set clk_period 6.0
set clk_io_pct 0.2

create_clock -name clk0 -period $clk_period [get_ports {inter_fpga_comms_sck}]

set non_clock_inputs [all_inputs -no_clocks]
set_input_delay [expr $clk_period * $clk_io_pct] -clock clk0 $non_clock_inputs
set_output_delay [expr $clk_period * $clk_io_pct] -clock clk0 [all_outputs]
==> run_results.csv <==
group,metric,value,unit
route,drt-pass1-iter-count,5,
critical_path,cpMostUsedCell,"buf_4",
sta,finalSetupViolCount,0,
clocking,cts_resized,0,
run_status,status,"completed",
floorplan,die_y,133.3,um
clocking,cts.sinks,189,
yosys,syn-cell-area,6899,um2
pwr,p_sw,0.4755,mW
sta,period_used_share,50.09,%
clocking,path_clk_slew,0.07,ns
pwr,p_leak,3.269,nW
placed_design,dp_hpwl,6741,um
job,warnings,26,
clocking,cts-root-buf,"clkbuf_16",
floorplan,die_area,17780,um2
global_routing,track_usage,15.32,%
critical_path,cp_slowest_stage_delay,0.69,ns
pwr,swShare,19.43,%
clocking,ctsLongestPathBuffers,2,
route,vias,4329,
job,drv_cap,0,
floorplan,io_pins,47,
sta,fin_setup_tns,0,ns
global_routing,grt_pass1_vias,4417,
critical_path,cpMaxStageDelayCell,"and3_2",
yosys,synth.avg_cell_area,11.27,um2
pwr,p_per_area,301.8,nW/um2
route,viasPerCell,4.976,
min_path,hp-class,"reg2reg",
sta,whs,0.4613,ns
critical_path,cp-start-kind,"register",
placed_design,port_buffers,45,
yosys,synth_cell_types,33,
global_routing,antenna_found_initial,0,
sta,fin_skew,0.006934,ns
critical_path,worstPathRequired,6.30,ns
route,wl,12150,um
yosys,synth_flops,189,
clocking,numCtsBuffers,17,
yosys,area_leaders,"dfrtp_1, dfxtp_1, mux2i_1",
cells_and_area,areaGrowthSynthToFinish,17.54,%
sta,worst_pin_slew,0.8161,ns
yosys,ys_area,6899,um2
clocking,cts_tree,"done",
pwr,clkPwrFrac,47.2,%
global_routing,grt_pass1_wl,21650,um
yosys,ys_async_sr_fraction,57.14,%
pwr,power.total,2.447,mW
clocking,cts_setup_buffers,0,
placed_design,post-place-ws,3.010,ns
yosys,edf_count,0,
floorplan,die_width,133.3,um
pwr,seqPwrFrac,51.8,%
clocking,clk_latency,0.42,ns
critical_path,path_cells,"nor4bb_4 -> buf_4 -> and3_2 -> buf_4 -> mux2_1",
route,antenna-diode-count,0,
route,drtIter0Drc,298,
route,antenna_left,0,
cells_and_area,layout-drive-gt1-share,7.077,%
yosys,synth_top_area_share,39.17,%
clocking,ctsHoldBuffers,0,
pwr,internal_power,1.971,mW
sta,fin_crit,3.006,ns
yosys,synth_stat.cells,612,
floorplan,fp-row-count,47,
route,drc_errors,0,
critical_path,cp_data_arrival_time,3.30,ns
sta,drv_slew,0,
floorplan,coreArea,16700,um2
yosys,ff_type,"dfrtp_1",
critical_path,critPathKind,"reg2reg",
floorplan,initCoreUtil,41.31,%
global_routing,overflow,0,
yosys,ys_seq_share,62.68,%
critical_path,end_kind,"register",
pwr,pwr-share-comb,1.0,%
route,wl_per_cell,13.96,um
sta,setup_ws,2.994,ns
yosys,yosys_warnings,3,
critical_path,crit_path_max_fanout,66,
sta,finalHoldViolations,0,
sta,rsz0062_at_grt,"no",
yosys,top_area_cell,"dfrtp_1",
yosys,syn_inst,612,
clocking,h-tree-depth,4,
sta,relSlewSlack,45.59,%
global_routing,grt_max_degree,82,
placed_design,gp_congestion,0.7813,
min_path,whs_path_depth,1,
sta,fmax,332.7,MHz
pwr,vdd_drop_max,211.1,uV
critical_path,worstRegToRegCells,5,
final cells by class:
cell class                      instances  area (um2)
Clock inverter                         14       173.9
Clock buffer                           18       439.2
Tap cell                              220       275.3
Sequential cell                       189        4328
Timing Repair Buffer                   53       503.0
Fill cell                            1469        8592
Multi-Input combinational cell        331        2221
Inverter                               45       168.9
through the flow:
| stage | std cells | cell area (um2) | util [%] |
|---|---|---|---|
| 6_report | 870 | 8109 | 48.55 |
| 5_1_grt | 870 | 8109 | 48.55 |
| 4_1_cts | 870 | 8109 | 48.55 |
| 3_5_place_dp | 838 | 7496 | 44.88 |
| 3_3_place_gp | 838 | 7496 | 44.88 |
| 2_1_floorplan | 612 | 6899 | - |
kinds of logic (layout without fill, tap and decap cells):
kind of cell | count (synthesis) | count (layout) | synth area share [%]
adder cells (fa/ha/maj) | 2 | 2 | 0.3627
AND/OR/NAND/NOR | 163 | 163 | 14.74
flip-flops | 189 | 189 | 62.68
XOR/XNOR | 8 | 8 | 1.016
AND-OR/OR-AND | 99 | 99 | 7.218
buffers and inverters | 92 | 130 | 5.441
multiplexers | 58 | 58 | 8.487
other | 1 | 1 | 0.05435
worst max-delay path: cells and delay by family, from the launching register on:
family / cells / cell delay [ns]
buffers and inverters: 2 / 1.15
AND/OR/NAND/NOR: 2 / 0.96
multiplexers: 1 / 0.38
flip-flops: 1 / 0.33
routing by layer:
layer | track usage (%) | share of wire, % | vias to the layer above
met4 | 1.515 | 0.86 | 0
li1 | - | - | 2136
met5 | 0 | 0 | -
met2 | 22.19 | 43 | 88
met3 | 3.419 | 4.5 | 5
met1 | 25.51 | 52 | 2100
final timing paths:
check / startpoint / slack (ns) / to
worst max-delay path: u_spi_to_pnb_rev.data_r[0]$_SDFF_PP0_ / 2.99 / u_protocol_analysis.u_crc_check.din_temp[50]$_DFFE_PN0P_
worst min-delay path: u_spi_to_pnb_rev.data_r[33]$_SDFF_PP0_ / 0.46 / u_spi_to_pnb_rev.data_r[34]$_SDFF_PP0_
worst max register to register: u_spi_to_pnb_rev.data_r[0]$_SDFF_PP0_ / 2.99 / u_protocol_analysis.u_crc_check.din_temp[50]$_DFFE_PN0P_
worst min register to register: u_spi_to_pnb_rev.data_r[33]$_SDFF_PP0_ / 0.46 / u_spi_to_pnb_rev.data_r[34]$_SDFF_PP0_
max in group asynchronous: rst_n / 4.41 / u_protocol_analysis.payload_r[35]$_DFFE_PN0P_
min in group asynchronous: rst_n / 0.69 / u_protocol_analysis.payload_r[9]$_DFFE_PN0P_
power by group through the flow:
stage / Sequential, mW / Combinational [mW] / Clock (mW)
CTS: 1.27 / 0.0275 / 1.18
global route: 1.27 / 0.0304 / 1.23
finish: 1.27 / 0.0257 / 1.15
cell usage in the layout, fill, tap and decap left out, drive strengths merged, types with 2 or more instances in the layout:
cell type,count
inv,45
dfxtp,81
o21ai,95
nor3,2
dfrtp,108
nor2b,82
nand4b,2
nand2,3
mux2,4
nor2,10
xor2,3
buf,10
nor4,2
a21oi,3
clkbuf,18
ha,2
clkdlybuf4s50,43
mux2i,54
bufinv,4
xnor2,5
clkinvlp,2
nand4,56
clkinv,8
synth_stat cells (4+ instances only):
master / count
clkbuf_2: 5
mux2_1: 4
nand4_1: 56
nor2b_1: 82
clkbuf_1: 33
buf_2: 4
o21ai_1: 4
dfrtp_1: 108
mux2i_1: 54
inv_1: 45
nor2_1: 10
xnor2_1: 5
o21ai_0: 91
dfxtp_1: 81
registers in the layout, indices dropped and copies added (netlist names):
register / flops
u_protocol_analysis.u_crc_check.clr: 1
u_protocol_analysis.u_crc_check.crc_en: 1
u_protocol_analysis.u_crc_check.crc_cnt: 6
u_spi_to_pnb_rev.data_r: 81
u_protocol_analysis.u_crc_check.out: 1
u_protocol_analysis.u_crc_check.din_temp: 57
u_protocol_analysis.vld_r: 1
u_protocol_analysis.payload_r: 41
Power is estimated from default activity; no workload was simulated.
